`flow/run.sh`:
```
#!/bin/bash
# OpenROAD 26Q1-2900-gdf79404cd8, Yosys 0.63+post, stock flow scripts
make -C /OpenROAD-flow-scripts/flow DESIGN_CONFIG=/design/flow/config.mk WORK_HOME=/design/flow/orfs finish
```
`flow/config.mk`:
```
export PLATFORM = sky130hd
export DESIGN_NAME = mest_pro
export DESIGN_NICKNAME = mest_pro
export VERILOG_FILES = /design/flow/design.v
export SDC_FILE = /design/flow/constraint.sdc
export NUM_CORES = 4
export LEC_CHECK = 1
export CORE_UTILIZATION = 30
```
`flow/design.v`:
```
`timescale 1ns / 1ps
module mest_pro#(
    parameter OP_CODE_SIZE     = 4,
    parameter INSTRUCTION_SIZE = OP_CODE_SIZE + 8 + 8 + 8,
    parameter ROM_DEPTH = 65536
)(
    input clk,
    input i_reset_n,
    input i_start,
    output o_req,
    output [$clog2(ROM_DEPTH)-1  :0] o_prog_counter,
    output reg [INSTRUCTION_SIZE-1   :0] data2store,
    output reg WE,
    output reg CS,
    output reg RESET,
    input [INSTRUCTION_SIZE-1    :0] i_instruction,
    input m_ERROR,
    output [8-1 :0] o_result,
    output o_valid_result,
    output o_carry,
    output o_zero_flag,
    output o_all_done
);
wire exec_done;
wire end_of_code;
wire idle_state;
wire fetch_state;
wire decode_state;
wire execute_state;
wire [INSTRUCTION_SIZE-1 :0] decode_reg;
wire [4-1 :0] op_code  ; 
wire [8-1 :0] const_K  ; 
wire [8-1 :0] operand_a; 
wire [8-1 :0] operand_b; 
wire jump;
wire return_pc;
assign o_valid_result = exec_done;
assign WE = 1'b0;
assign CS = 1'b1;
assign RESET = 1'b0;
mest_pro_ctrlr
u_mest_pro_ctrlr(
    .clk           (clk          ),
    .i_reset_n     (i_reset_n    ),
    .i_start       (i_start      ),
    .i_exec_done   (exec_done    ),
    .i_end_of_code (end_of_code  ),
    .o_idle        (idle_state   ),
    .o_fetch       (fetch_state  ),
    .o_decode      (decode_state ),
    .o_execute     (execute_state),
    .o_all_done    (o_all_done   )
);
mest_pro_fetch#(
    .OP_CODE_SIZE     (OP_CODE_SIZE     ),
    .INSTRUCTION_SIZE (INSTRUCTION_SIZE ),
    .ROM_DEPTH        (ROM_DEPTH        )
)
u_mest_pro_fetch(
    .clk            (clk           ),
    .i_reset_n      (i_reset_n     ),
    .idle_state     (idle_state    ),
    .fetch_state    (fetch_state   ),
    .exec_state     (decode_state  ),
    .jump           (jump          ),
    .return_pc      (return_pc     ),
    .const_K        (const_K       ),
    .decode_reg     (decode_reg    ),
    .o_req          (o_req         ),
    .o_prog_counter (o_prog_counter),
    .i_instruction  (i_instruction )
);
mest_pro_decode
u_mest_pro_decode(
    .i_decode_reg(decode_reg),
    .o_op_code   (op_code   ),
    .o_const_K   (const_K   ),
    .o_operand_a (operand_a ),
    .o_operand_b (operand_b )
);
mest_pro_exec
u_mest_pro_exec(
    .clk           (clk          ),
    .i_reset_n     (i_reset_n    ),
    .i_execute     (execute_state),
    .i_op_code     (op_code      ),
    .i_operand1    (operand_a    ),
    .i_operand2    (operand_b    ),
    .o_exec_done   (exec_done    ),
    .o_result      (o_result     ),
    .o_carry       (o_carry      ),
    .o_zero_flag   (o_zero_flag  ),
    .o_jump        (jump         ),
    .o_return_pc   (return_pc    ),
    .o_end_of_code (end_of_code  )
);
endmodule
module mest_pro_ctrlr(
    input  clk,
    input  i_reset_n,
    input  i_start,
    input  i_exec_done,
    input  i_end_of_code,
    output o_idle,
    output o_fetch,
    output o_decode,
    output o_execute,
    output o_all_done
);
reg [2-1 :0] current_state;
reg [2-1 :0] next_state;
parameter [2-1 :0] IDLE    = 2'd0;
parameter [2-1 :0] FETCH   = 2'd1;
parameter [2-1 :0] DECODE  = 2'd2;
parameter [2-1 :0] EXECUTE = 2'd3;
assign o_idle      = (current_state == IDLE   );
assign o_fetch     = (current_state == FETCH  );
assign o_decode    = (current_state == DECODE );
assign o_execute   = (current_state == EXECUTE);
assign o_all_done  = i_end_of_code & o_execute;
always @(posedge clk or negedge i_reset_n)
begin
    if(~i_reset_n)
        begin
            current_state <= 'd0;
        end 
    else
        begin
            current_state <= next_state;
        end 
end
always @(*)
begin
    case(current_state)
        IDLE:
            begin
                next_state = i_start ? FETCH : IDLE;
            end
        FETCH:
            begin
                next_state = DECODE;
            end
        DECODE:
            begin
                next_state = EXECUTE;
            end
        EXECUTE:
            begin
                next_state = i_end_of_code   ? IDLE : FETCH;
            end
        default:
            begin
                next_state = IDLE;
            end
    endcase
end
endmodule
module mest_pro_decode
(
    input [28-1 :0] i_decode_reg,
    output [4-1 :0] o_op_code,
    output [8-1 :0] o_const_K,
    output [8-1 :0] o_operand_a,
    output [8-1 :0] o_operand_b
);
assign o_op_code       = i_decode_reg[28-1    : 24];
assign o_const_K       = i_decode_reg[23      : 16];
assign o_operand_a     = i_decode_reg[15      :  8];
assign o_operand_b     = i_decode_reg[7       :  0];
endmodule
`timescale 1ns / 1ps
module mest_pro_exec(
    input clk,
    input i_reset_n,
    input i_execute,
    input [4-1 :0] i_op_code,
    input [8-1 :0] i_operand1,
    input [8-1 :0] i_operand2,
    output reg o_exec_done,
    output reg [8-1 :0] o_result,
    output reg o_carry,
    output reg o_zero_flag,
    output reg o_jump,
    output reg o_return_pc,
    output reg o_end_of_code,
    output reg o_rega
);
reg [9-1 :0] inter_result;
reg [ 28-1:0 ] REGA;
always @(*)
begin
    case(i_op_code)
    'b00000000: begin
        inter_result = i_operand1 + i_operand2;
        o_jump        = 1'd0;
        o_end_of_code = 1'd0;
        o_return_pc   = 1'b0;
    end
    'b00000001: begin
        inter_result = i_operand1 - i_operand2;
        o_jump        = 1'd0;
        o_end_of_code = 1'd0;
        o_return_pc   = 1'b0;
    end
    'b00000010: begin
        inter_result = i_operand1 * i_operand2;
        o_jump        = 1'd0;
        o_end_of_code = 1'd0;
        o_return_pc   = 1'b0;
    end
    'b00000011: begin
        inter_result = i_operand1 & i_operand2;
        o_jump        = 1'd0;
        o_end_of_code = 1'd0;
        o_return_pc   = 1'b0;
    end
    'b00000100: begin
        inter_result = i_operand1 | i_operand2;
        o_jump        = 1'd0;
        o_end_of_code = 1'd0;
        o_return_pc   = 1'b0;
    end
    'b00000101 : begin
        inter_result = i_operand1 >> 1;
        o_jump        = 1'd0;
        o_end_of_code = 1'd0;
        o_return_pc   = 1'b0;
    end
    'b00000110: begin
        inter_result = i_operand1 << 1;
        o_jump        = 1'd0;
        o_end_of_code = 1'd0;
        o_return_pc   = 1'b0;
    end
    'b00000111: begin
        inter_result = ~i_operand1;
        o_jump        = 1'd0;
        o_end_of_code = 1'd0;
        o_return_pc   = 1'b0;
    end
    'b00001000: begin
        o_jump = 1'd1;
        inter_result  = 8'd0;
        o_end_of_code = 1'd0;
        o_return_pc   = 1'b0;
    end
    'b00001001: begin
        o_return_pc = 1'd1;
        inter_result  = 8'd0;
        o_jump        = 1'd0;
        o_end_of_code = 1'd0;
    end  
    'b00001011: begin
        REGA = i_operand1; 
        o_jump        = 1'd0;
        o_end_of_code = 1'd0;
        o_return_pc   = 1'b0;       
    end
    'b11111111: begin
        o_end_of_code = 1'd1;
        inter_result  = 8'd0;
        o_jump        = 1'd0;
        o_return_pc   = 1'b0;
    end
    default: begin
        inter_result  = 8'd0;
        o_jump        = 1'd0;
        o_end_of_code = 1'd0;
        o_return_pc   = 1'b0;
    end
    endcase
end
always @(posedge clk or negedge i_reset_n)
begin
    if(~i_reset_n)
        begin
            o_result    <= 8'd0;
            o_carry     <= 1'd0;
            o_zero_flag <= 1'd0;
            o_exec_done <= 1'd0;
        end 
    else
        begin
            o_result    <= inter_result[8-1 :0];
            o_carry     <= inter_result[9-1];
            o_zero_flag <= ~(|inter_result);
            o_exec_done <= i_execute;
        end 
end
endmodule
module mest_pro_fetch#(
    parameter OP_CODE_SIZE     = 4,
    parameter INSTRUCTION_SIZE = OP_CODE_SIZE + 8 + 8 + 8,
    parameter ROM_DEPTH = 256
)(
    input clk,
    input i_reset_n,
    input idle_state,
    input fetch_state,
    input exec_state,
    input jump,
    input return_pc,
    input [8-1            :0] const_K,
    output reg [INSTRUCTION_SIZE-1  :0] decode_reg,
    output o_req,
    output [$clog2(ROM_DEPTH)-1     :0] o_prog_counter,
    input [INSTRUCTION_SIZE-1 :0] i_instruction
);
wire [INSTRUCTION_SIZE-1 :0] prog_mem_data_out;
reg [$clog2(ROM_DEPTH)-1     :0] prog_counter;
reg [$clog2(ROM_DEPTH)-1     :0] tmp_counter;
always @(posedge clk or negedge i_reset_n)
begin
    if(~i_reset_n)
        begin
            prog_counter <= 'd0;
            tmp_counter  <= 'd0;
        end
    else
        begin
            tmp_counter  <= (exec_state & jump) ? prog_counter : tmp_counter;
            prog_counter <= idle_state               ? 'd0 :
                            fetch_state              ? prog_counter +'d1:
                            (exec_state & jump)      ? const_K  :
                            (exec_state & return_pc) ? tmp_counter  :
                            prog_counter;
        end
end
always @(posedge clk or negedge i_reset_n)
begin
    if(~i_reset_n)
        begin
            decode_reg <= 'd0;
        end
    else
        begin
            decode_reg <= idle_state  ? 'd0 :
                          fetch_state ? prog_mem_data_out:
                          decode_reg;
        end
end
assign prog_mem_data_out = i_instruction;
assign o_req             = fetch_state;
assign o_prog_counter    = prog_counter;
endmodule
```
`flow/constraint.sdc`:
```
current_design mest_pro

set clk_period 5.7
set clk_io_pct 0.2

create_clock -name clk0 -period $clk_period [get_ports {clk}]

set non_clock_inputs [all_inputs -no_clocks]
set_input_delay [expr $clk_period * $clk_io_pct] -clock clk0 $non_clock_inputs
set_output_delay [expr $clk_period * $clk_io_pct] -clock clk0 [all_outputs]
```
==> results_dict.tcl <==
# collected from the flow reports
set metrics [dict create \
    status "completed" \
    first_global_vias 4262 \
    routedWlPerCell_um 13.80 \
    drt-total-wl_um 13380 \
    leakagePower_uw 0.003030 \
    dieHeight_um 141.4 \
    timing.rr.start "u_mest_pro_fetch.decode_reg[25]" \
    vias 4513 \
    fin_tns_setup_ns 0 \
    most_common_cell "nand2_1" \
    drv_slew 0 \
    crit_buf_inv 1 \
    ant_nets 0 \
    netlist.area_leader.share_pct 31.76 \
    finClkSkew_ns 0.01019 \
    top_cells_by_area "dfrtp_1 32%, fa_1 6.5%, ha_1 6.2%" \
    overflow 0 \
    p_per_area_nw_per_um2 168.4 \
    syn_avg_cell_area_sq_um 8.728 \
    h-tree-depth 3 \
    period_used_pct 43.96 \
    r2r_cells 6 \
    synth-async-reset-ratio_pct 89.29 \
    hold_class "reg2reg" \
    ir_worst_vdd_uv 125.1 \
    power_frac_clock_pct 50.5 \
    cts_buffer_depth 2 \
    grt_max_degree 53 \
    reg2reg_slack_ns 3.24 \
    rsz0062_at_grt "no" \
    worstSkewPairLatency_ns 0.34 \
    cts.clk_slew.worst_paths_ns 0.06 \
    p_total_uw 1142 \
    logic_area_sq_um 3339 \
    hp-start "u_mest_pro_ctrlr.current_state[1]" \
    synthCells 668 \
    grt_first_pass_wirelength_um 22160 \
    crit_path_max_incr_delay_ns 0.52 \
    period_minus_slack_ns 2.506 \
    p_switching_uw 240.5 \
    cp-end-kind "primary output" \
    drt-initial-drc-count 234 \
    drc 0 \
    grt_util_all_layers_pct 14.10 \
    ys_ff 84 \
    largest_register_ffs 28 \
    synth-edff-count 0 \
    nFillCells 1945 \
    area_growth_pct 16.31 \
    post_cts_resized 0 \
    finalSetupViolations 0 \
    io_buffers 58 \
    dr.pass1.iters 4 \
    sw_frac_of_total_pct 21.06 \
    worst_pin_slew_ns 0.7541 \
    crit_required_ns 4.56 \
    path_delay_family "buffers and inverters" \
    unclocked_regs 9 \
    hold_buffers 0 \
    synthTopCellsByCount "87 x nand2_1, 74 x dfrtp_1, 73 x nor2_1" \
    worst_slack_ns 3.194 \
    synth_cell_types 64 \
    path_cells "clkdlybuf4s50_1" \
    relSlewSlack_pct 49.34 \
    critPathSlowestCell "clkdlybuf4s50_1" \
    placed_area_sq_um 6479 \
    cp_max_fo 9 \
    antenna_found_initial 0 \
    gp_congestion 0.9109 \
    viasPerCell 4.653 \
    yosysCellCount 668 \
    drv_cap 0 \
    start_kind "flop" \
    hold_viol_final 0 \
    hpwl_um 9465 \
    p_comb_share_pct 2.9 \
    hold_depth 0 \
    ff_type "dfrtp_1" \
    p_int_uw 901.7 \
    numCtsBuffers 9 \
    cts_root_buf "clkbuf_16" \
    core-area_sq_um 18890 \
    diodes 0 \
    path_class "reg2out" \
    cts_setup_buffers 0 \
    ioPinCount 92 \
    die-area_sq_um 20000 \
    ys_area_sq_um 5831 \
    syn_area_sq_um 5831 \
    warnings 28 \
    num_rows 50 \
    dp_slack_ns 3.292 \
    seqPwrFrac_pct 46.6 \
    unconstrained_endpoints 19 \
    synth_area_leader_cell "dfrtp_1" \
    cts_tree "yes" \
    layout-drive-gt1-share_pct 5.634 \
    die_x_um 141.4 \
    yosysWarnings 34 \
    hold_path_end "u_mest_pro_ctrlr.current_state[3]" \
    seqCellArea_sq_um 2014 \
    crit-reg2reg-capture "u_mest_pro_fetch.prog_counter[4]" \
    fmax_mhz 399.1 \
    fp_util_pct 30.86 \
    crit_arrival_ns 1.37 \
    fin_area_sq_um 6782 \
]
[cells by family after synthesis]
group	Yosys count	synth area share, %
mux	36	6.223
compound gates	107	11.76
xor+xnor	25	3.991
other cells	2	0.1288
fa+ha+maj	48	12.75
simple gates	251	20.49
latches	9	2.318
flops	75	32.21
buf+inv	115	10.13
[layout make-up]
class / count / share of cell area [%]
Timing Repair Buffer: 64 / 9.188
Tap cell: 260 / 4.797
Multi-Input combinational cell: 499 / 49.24
Clock buffer: 10 / 3.524
Sequential cell: 84 / 29.70
Clock inverter: 6 / 0.9410
Inverter: 47 / 2.601
[cell usage in the layout (no fill, tap or decap), types with 7 or more instances in the layout]
master,n
a21oi_1,31
a31oi_1,7
and2_1,16
buf_4,7
clkbuf_16,9
clkdlybuf4s50_1,57
conb_1,32
dfrtp_1,73
dlxtp_1,9
fa_1,19
ha_1,29
inv_1,47
mux2i_1,34
nand2_1,87
nand3_1,14
nor2_1,73
nor2b_1,8
nor3_1,12
o21ai_0,21
or3_1,7
xnor2_1,19
[metrics by stage]
stage,instances,hold slack (ns),util (%)
after floorplan,698,0.3463,-
after global placement,954,0.3627,34.29
after detailed placement,954,0.3577,34.29
after CTS,970,0.3681,35.89
after global routing,970,0.3851,35.89
final,970,0.3674,35.89
[power by group through the flow]
stage / Sequential, uW / Combinational [uW] / Clock (uW)
4_1_cts: 532 / 34.3 / 590
5_1_grt: 532 / 37.5 / 609
6_report: 532 / 33.0 / 577
[layer usage]
metal / global-route usage, % / wire (um) / vias up / part of all wire, %
met5: 0 / 0 / - / 0
met4: 1.924 / 215 / 0 / 1.6
met3: 2.819 / 956 / 17 / 7.1
met2: 19.75 / 5421 / 159 / 41
met1: 23.28 / 6790 / 2086 / 51
li1: - / - / 2251 / -
[worst max path at each step]
stage	start	endpoint	depth (start not counted)
after CTS	u_mest_pro_fetch.prog_counter[6]	o_prog_counter[6]	1
after global routing	u_mest_pro_fetch.decode_reg[25]	u_mest_pro_fetch.prog_counter[4]	6
final	u_mest_pro_fetch.prog_counter[6]	o_prog_counter[6]	1
[worst reg2reg max path: stages, from the launching register on]
cell      delay (ns)
dfrtp_1         0.64
and4bb_1        0.68
and2b_1         0.19
buf_4           0.26
a21oi_1         0.13
a221o_1         0.37
o21ai_1         0.11
